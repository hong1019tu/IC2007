==> design.v <==
module lcd_ctrl(clk, reset, datain, cmd, cmd_valid, dataout, output_valid, busy);
input           clk;
input           reset;
input   [7:0]   datain;
input   [2:0]   cmd;
input           cmd_valid;
output reg  [7:0]   dataout;
output reg         output_valid;
output reg         busy;
reg [9:0]x,y,x_end,y_end,addr;
reg [7:0] arr [35:0];
reg [9:0] load;
reg [2:0] cmd_reg;
reg state,next; 
always @(posedge clk or posedge reset) begin
    if(reset)begin
      state = 1'd0;
    end
    else begin
      state = next;
    end
end
always @(*) begin
    case (state)
        1'd0: begin
          if(cmd_valid)begin
            next = 1;
          end
          else begin
            next = 0;
          end
        end
        default: begin
          if ( ( cmd_reg == 0 ) && load%9==8  )
                next = 0;
            else
                next = 1;
        end
    endcase
end
always @(posedge clk or posedge reset) begin
    if(reset)begin
      output_valid <= 1'd0;
      busy <= 1'd0;
      load <= 10'd0;
      cmd_reg <= 0;
    end
    else begin
        if(state == 0)begin
          if(cmd_valid ) begin
              cmd_reg <= cmd;
              busy <= 1;    
          end
          output_valid <= 0;
        end
        else begin
          case (cmd_reg)
              3'd0:begin
                load <= load + 1;
                output_valid <= 1;
                dataout = arr[addr];
                if(load%9 == 0||load%9 == 1||load%9 == 3||load%9==4||load%9==6||load%9==7)begin
                    x <= x + 1;
                end
                else if (load%9==2||load%9==5) begin
                    x <= x -2;
                    y <= y + 1;
                end
                else if (load%9==8) begin
                    x <= x - 2;
                    y <= y - 2;
                    busy <= 0;
                    load <= 0;
                end
              end
              3'd1:begin 
                load <= load + 1;
                if(load == 36)begin
                  cmd_reg <= 0;
                  load <= 0;
                end
                else begin 
                    arr[load] = datain;
                    x <= 2; 
                    y <= 2;
                end
              end
              3'd2 : begin 
                    if ( x >= 3 )
                        x <= x;
                    else
                        x <= x + 3'd1;
                    cmd_reg <= 0;
                end
               3'd3 : begin 
                    if ( x <= 0 )
                        x <= x;
                    else
                        x <= x - 3'd1;
                    cmd_reg <= 0;
                end
                3'd4 : begin 
                    if ( y <= 0 )
                        y <= y;
                    else
                        y <= y - 3'd1;
                    cmd_reg <= 0;
                end
                default : begin  
                    if ( y >= 3 )
                        y <= y;
                    else
                        y <= y + 3'd1;
                    cmd_reg <= 0;
                end
          endcase
        end 
    end 
end 
always @(*) begin
    addr = y*6 + x;
end
endmodule
==> run.sh <==
#!/bin/bash
# OpenROAD 26Q1-2900-gdf79404cd8, Yosys 0.63+post, stock flow scripts
make -C /OpenROAD-flow-scripts/flow DESIGN_CONFIG=/design/flow/config.mk WORK_HOME=/design/flow/orfs finish
==> config.mk <==
export PLATFORM = sky130hd
export DESIGN_NAME = lcd_ctrl
export DESIGN_NICKNAME = lcd_ctrl
export VERILOG_FILES = /design/flow/design.v
export SDC_FILE = /design/flow/constraint.sdc
export NUM_CORES = 4
export LEC_CHECK = 1
export CORE_UTILIZATION = 40
==> constraint.sdc <==
current_design lcd_ctrl

set clk_period 13.0
set clk_io_pct 0.2

create_clock -name clk0 -period $clk_period [get_ports {clk}]

set non_clock_inputs [all_inputs -no_clocks]
set_input_delay [expr $clk_period * $clk_io_pct] -clock clk0 $non_clock_inputs
set_output_delay [expr $clk_period * $clk_io_pct] -clock clk0 [all_outputs]
==> CHANGELOG.md <==
### Implementation results

- All-Layer GR Usage: 23.6%
- Pint: 2.95 mW
- Dominant flop cell: edfxtp_1
- Critical Path AT: 9190 ps
- DRC viols: 0
- Cells after Synth: between 1000 and 1500
- R2R Setup Slk: about 4000 ps
- Pwr Total: 5.14 mW
- CTS H-tree depth: 2
- GPL Wtd Cong: 0.953
- Tool warnings: 40
- # diodes: 0
- Reg2Reg Capture Point: y[9]$_DFFE_PP_
- Seq pwr share: 28.0%
- Via density: 5.96
- Cell Type Count: 117
- Crit path DRT: 13150 ps
- Root Buffer: clkbuf_16
- YS chip area: 0.0167 mm^2
- First-pass GRT wire length: 69.3 mm
- Die span in x: 206 um
- DRT Pass-1 Iters: 24
- Final wirelength: 45.8 mm
- Post-synthesis area per instance: 12.6 um^2
- Largest net degree at the start of global routing: 37
- Hold EP: output_valid$_DFFE_PP0P_
- Final hold vios: 0
- Sw frac: 42.5%
- Worst Hold Class: flop to flop
- Hold Path Cell Cnt: 1
- RSZ-0062 raised after global routing: no
- Synth flops: 332
- CTS tree: yes
- CP Launch Point: load[6]$_DFFE_PP0P_
- Max cap viols: 0
- Largest register FFs: 288
- Die area: 0.0425 mm^2
- Proportion of layout cells with a drive suffix above 1: 11.5%
- Synth Cell Area: 0.0167 mm^2
- Final setup fails: 0
- HPWL Detailed: about 31 mm
- Crit-path max FO: 27
- Worst Min Path Start: output_valid$_DFFE_PP0P_
- Leakage power: 6.39 nW
- DRT iter0 DRCs: slightly below 800
- Post-layout minimum cycle time: 9040 ps
- Crit end category: flop
- CTS resizes: 0
- Crit start category: flop
- FP Util: 40.7%
- Drt wl/cell: 23.8 um
- Setup_tns: 0 ps
- Gr ovfl total: 0
- Die Y: 206 um
- EDFF count, synth: 316
- CTS max path bufs: 3
- Fmax: between 0.1 and 0.15 GHz
- Layout area overhead: 12.5%
- Fillers: 3591
- Multi-input gate area: between 0.006 and 0.007 mm^2
- Cts hold-fix bufs: 0
- YS warnings: 2
- Sequential cell area: 0.00989 mm^2
- Clock tree sinks: 332
- Critical path class: flop to flop
- Status: complete, no violations
- Worst slew margin: roughly 35%
- Clk latency late pin: 530 ps
- Clk pwr share: 19.6%
- Max VDD drop: 0.133 mV
- PD cells: approximately 270 mW/mm^2
- Vias: approximately 11000
- Reg clk slew, reported paths: around 60 ps
- FF-to-FF Start: load[6]$_DFFE_PP0P_
- Cts bufs inserted: 35
- Final clock skew: 20.9 ps
- Row cnt: 74
- Register area share after synthesis: 59.3%
- Initial antenna violation count: 0
- R2R cell count: 27
- Top Ports: 24
- Ys cells: 1321
- Setup Buffers After CTS: 0
- Routed Antenna Nets: 0
- Final Slew Violations: 0
- Tcrit/Tclk final: between 60% and 70%
- Ys async rst share: about 4.8%
- Vias in the first global route: 11500
- Comb pwr share: a little over half
- Port bufs: 23
- Psw: 2.18 mW
- Core Region: 0.0410 mm^2
- Slew @ Worst Pin: slightly below 1000 ps
[placed cells by master, fill, tap and decap left out, types with 23 or more instances in the layout]
cell type | Yosys | layout
edfxtp_1 | 316 | 316
nor2_1 | 121 | 121
nand2_1 | 82 | 82
a22oi_1 | 65 | 65
o21ai_0 | 49 | 49
a21oi_1 | 47 | 47
nand3_1 | 41 | 41
xnor2_1 | 40 | 40
buf_4 | 5 | 40
clkbuf_16 | 0 | 37
and2_1 | 33 | 33
inv_1 | 30 | 30
ha_1 | 29 | 29
nor3_1 | 24 | 24
a221oi_1 | 24 | 24
mux2i_1 | 23 | 23
clkdlybuf4s50_1 | 0 | 23
[worst max-delay path by stage]
stage	end	slack [ps]
4_1_cts	y[9]$_DFFE_PP_	3960
5_1_grt	y[9]$_DFFE_PP_	3110
6_report	y[9]$_DFFE_PP_	3960
[Yosys cell counts (11+ instances only)]
cell type	number	area, um^2
a21o_1	17	128
a21oi_1	47	235
a221oi_1	24	210
a222oi_1	11	110
a22o_1	18	158
a22oi_1	65	488
and2_1	33	206
clkbuf_1	30	113
dfrtp_1	16	400
edfxtp_1	316	9490
ha_1	29	363
inv_1	30	113
mux2i_1	23	230
nand2_1	82	308
nand3_1	41	205
nand4_1	18	113
nor2_1	121	454
nor2b_1	12	75.1
nor3_1	24	120
o21ai_0	49	245
xnor2_1	40	350
[routing by layer]
layer  global-route usage, %  up-vias  wire (um)  share of wire [%]
met2                    35.9      563      21500                 47
met1                    31.2     5558      17700                 39
met4                    4.31        0        842                1.8
met3                    12.9       52       5730                 13
met5                       0        -          0                  0
li1                        -     5294          -                  -
[stage by stage]
stage,setup WS [ps],hold slack (ps),utilization [%],std cells,cell area [um^2]
after floorplan,5540,441,-,1321,16700
after global placement,4230,476,42.9,1863,17600
after detailed placement,4000,489,42.9,1863,17600
after CTS,3960,502,45.8,1923,18800
after global routing,3110,556,45.8,1923,18800
final,3960,500,45.8,1923,18800
[layout make-up]
type,instances,area share (%)
inverter,34,0.680
tap,532,3.55
clock buffer,41,5.01
timing repair buffer,63,2.83
clock inverter,19,1.13
sequential,332,52.7
multi-input combinational,902,34.1
[power by group through the flow]
stage | combinational [mW] | clock [mW] | sequential, mW
4_1_cts | 2.67 | 1.03 | 1.44
5_1_grt | 2.94 | 1.07 | 1.45
6_report | 2.69 | 1.01 | 1.44
[cell families after synthesis]
| logic type | count (synthesis) | share of synthesized area, % |
|---|---|---|
| xor+xnor | 50 | 2.71 |
| fa+ha+maj | 32 | 2.47 |
| compound gates | 363 | 16.9 |
| simple gates | 419 | 13.3 |
| mux | 38 | 3.00 |
| buf+inv | 87 | 2.35 |
| flops | 332 | 59.3 |
[worst max-delay path, cell delays in order, from the launching register on]
cell and delay (ps):
dfrtp_1 690, nor3_2 390, inv_1 140, ha_1 420, and2b_1 370, nor4b_2 90
a2111oi_0 650, nor3_1 120, mux2_2 370, nand3_2 100, o2111ai_2 210, nor2_1 360
a21oi_1 200, a21oi_1 400, ha_1 240, a21oi_1 40, o21ai_1 210, o31a_1 510
nor2_4 120, xnor2_1 220, ha_1 230, a21boi_0 380, o21bai_1 120, nor4_2 320
mux2i_1 490, nand4b_4 350, nand3_1 230, nor2b_1 660
Power is estimated from default activity; no workload was simulated.
